==> design/flow/design.v <==
module spi_master (
    input  wire clk,         
    input  wire rst,
    input  wire start,
    input  wire miso,
    output reg  sclk,
    output reg  cs,
    output reg  mosi,
    output reg  done,
    output reg [7:0] rx_data
);
    reg [7:0] tx_data = 8'hA5;
    reg [7:0] rx_shift;
    reg [7:0] tx_shift;
    reg [3:0] bit_cnt;
    reg busy;
    always @(posedge clk or posedge rst) begin
        if (rst) begin
            cs       <= 1'b1;
            sclk     <= 1'b0;
            mosi     <= 1'b0;
            done     <= 1'b0;
            busy     <= 1'b0;
            bit_cnt  <= 4'd0;
            rx_data  <= 8'd0;
        end else begin
            done <= 1'b0;
            if (start && !busy) begin
                busy     <= 1'b1;
                cs       <= 1'b0;
                tx_shift <= tx_data;
                rx_shift <= 8'd0;
                bit_cnt  <= 4'd8;
            end
            if (busy) begin
                sclk <= ~sclk;
                if (sclk == 1'b0) begin
                    mosi     <= tx_shift[7];
                    tx_shift <= {tx_shift[6:0], 1'b0};
                end else begin
                    rx_shift <= {rx_shift[6:0], miso};
                    bit_cnt  <= bit_cnt - 1;
                    if (bit_cnt == 1) begin
                        busy    <= 1'b0;
                        cs      <= 1'b1;
                        rx_data <= rx_shift;
                        done    <= 1'b1;
                        sclk    <= 1'b0;
                    end
                end
            end
        end
    end
endmodule
module spi_slave_dummy (
    input  wire sclk,
    input  wire cs,
    input  wire mosi,    
    output reg  miso
);
    reg [7:0] shift_reg;
    reg [3:0] bit_cnt;
    always @(negedge cs) begin
        shift_reg <= 8'h3C;
        bit_cnt   <= 4'd8;
    end
    always @(negedge sclk) begin
        if (!cs && bit_cnt > 0) begin
            miso      <= shift_reg[7];
            shift_reg <= {shift_reg[6:0], 1'b0};
            bit_cnt   <= bit_cnt - 1;
        end
    end
endmodule
module spi_top (
    input  wire clk,
    input  wire rst,
    output wire sclk,
    output wire cs,
    output wire mosi,
    output wire miso,
    output reg  pass,
    output reg  fail
);
    wire done;
    wire [7:0] rx_data;
    reg start;
    spi_master master (
        .clk(clk),
        .rst(rst),
        .start(start),
        .miso(miso),
        .sclk(sclk),
        .cs(cs),
        .mosi(mosi),
        .done(done),
        .rx_data(rx_data)
    );
    spi_slave_dummy slave (
        .sclk(sclk),
        .cs(cs),
        .mosi(mosi),
        .miso(miso)
    );
    always @(posedge clk or posedge rst) begin
        if (rst) begin
            start <= 1'b1;
            pass  <= 1'b0;
            fail  <= 1'b0;
        end else begin
            start <= 1'b0;
            if (done) begin
                if (rx_data == 8'h3C) begin
                    pass <= 1'b1;
                    fail <= 1'b0;
                end else begin
                    pass <= 1'b0;
                    fail <= 1'b1;
                end
            end
        end
    end
endmodule
==> design/flow/run.sh <==
#!/bin/bash
# OpenROAD 26Q1-2900-gdf79404cd8, Yosys 0.63+post, stock flow scripts
make -C /OpenROAD-flow-scripts/flow DESIGN_CONFIG=/design/flow/config.mk WORK_HOME=/design/flow/orfs finish
==> design/flow/config.mk <==
export PLATFORM = sky130hd
export DESIGN_NAME = spi_top
export DESIGN_NICKNAME = spi_top
export VERILOG_FILES = /design/flow/design.v
export SDC_FILE = /design/flow/constraint.sdc
export NUM_CORES = 4
export LEC_CHECK = 1
export CORE_UTILIZATION = 30
==> design/flow/constraint.sdc <==
current_design spi_top

set clk_period 2.0
set clk_io_pct 0.2

create_clock -name clk0 -period $clk_period [get_ports {clk}]

set non_clock_inputs [all_inputs -no_clocks]
set_input_delay [expr $clk_period * $clk_io_pct] -clock clk0 $non_clock_inputs
set_output_delay [expr $clk_period * $clk_io_pct] -clock clk0 [all_outputs]
==> flow_metrics.env <==
# source this file to load flow results
export IMPL_crit_slowest_cell="clkdlybuf4s50_1"
export IMPL_ff_type="dfrtp_1"
export IMPL_detailed_place_hpwl_mm=1.69
export IMPL_syn_instance_count=142
export IMPL_dieHeight_um=78.0
export IMPL_path_clk_slew_ps=70
export IMPL_critPathMaxStageDelay_ps=510
export IMPL_path_delay_family="buffers and inverters"
export IMPL_fin_skew_ps=8.33
export IMPL_core_sq_mm=0.00554
export IMPL_rows=27
export IMPL_cts_htree_levels=2
export IMPL_cts_setup_buffers=0
export IMPL_cp_buffers_inverters=1
export IMPL_cts_resized=0
export IMPL_ant_nets=0
export IMPL_cp_required_ps=1600
export IMPL_io_buffers=6
export IMPL_ys_types=33
export IMPL_cp_data_arrival_time_ps=1290
export IMPL_io_pins=8
export IMPL_max_freq_mhz=591
export IMPL_synth_warnings=20
export IMPL_grt_max_degree=39
export IMPL_intPower_uw=2080
export IMPL_top_area_cell="edfxtp_1"
export IMPL_syn_avg_cell_area_sq_um=12.2
export IMPL_vias=1026
export IMPL_rsz0062_at_grt="no"
export IMPL_synth_most_common_cell="dfrtp_1"
export IMPL_chipArea_sq_mm=0.00608
export IMPL_seqPwrFrac_pct=47.7
export IMPL_layout_drive_gt1_share_pct=19.1
export IMPL_ir_worst_vdd_mv=0.647
export IMPL_ys_seq_elements=36
export IMPL_hold_violations=0
export IMPL_fp_util_pct=31.3
export IMPL_drt_iter0_markers=67
export IMPL_clkPwrFrac_pct=17.4
export IMPL_finalSetupViolCount=0
export IMPL_p_total_uw=3030
export IMPL_synth_cells_most_frequent="dfrtp_1 (18), edfxtp_1 (16), nand2_1 (13), mux2_2 (12), o21ai_0 (11)"
export IMPL_gr_total_overflow=0
export IMPL_gp_congestion=0.764
export IMPL_async_flop_share_pct=55.6
export IMPL_crit_path_start_kind="register"
export IMPL_post_route_period_util_pct=84.5
export IMPL_syn_area_sq_mm=0.00173
export IMPL_cts_tree="done"
export IMPL_postSynthSeqShare_pct=56.8
export IMPL_p_per_area_mw_per_mm2=1540
export IMPL_combPwrFrac_pct=34.9
export IMPL_cp_cell_sequence="clkdlybuf4s50_1"
export IMPL_total_leakage_power_uw=0.000793
export IMPL_outcome="finished, final reports clean"
export IMPL_finalSetupTns_ps=0
export IMPL_numCtsBuffers=5
export IMPL_synth_chip_area_sq_mm=0.00173
export IMPL_post_drt_wl_per_cell_um=12.1
export IMPL_worst_path_max_fanout=9
export IMPL_antenna_found_initial=0
export IMPL_p_sw_share_pct=31.3
export IMPL_gr_usage_all_layers_pct=10.7
export IMPL_viasPerCell=4.58
export IMPL_drc=0
export IMPL_grt_pass1_vias=1122
export IMPL_hold_class="in2async"
export IMPL_area_growth_pct=13.9
export IMPL_ctsHoldBuffers=0
export IMPL_drt_wl_total_mm=2.72
export IMPL_min_period_ps=1690
export IMPL_grt_pass1_wl_mm=4.98
export IMPL_p_sw_uw=949
export IMPL_top_cell_area_share_pct=27.7
export IMPL_cts_root_buf="clkbuf_8"
export IMPL_warning_count=26
export IMPL_final_max_slew_viol_count=0
export IMPL_num_antenna_cells=0
export IMPL_crit_type="reg2out"
export IMPL_edf_count=16
export IMPL_first_pass_iters=4
export IMPL_clockBufferDepth=2
export IMPL_end_kind="output pin"
export IMPL_cts_sinks=36
export IMPL_dieWidth_um=78.0
export IMPL_yosys_cells=142
export IMPL_maxCapViolCount=0
export IMPL_top_cells_by_area="edfxtp_1 (28%), dfrtp_1 (26%), mux2_2 (7.8%)"
export IMPL_clkLatencyLatePin_ps=290
[per-stage QoR]
| step | instances | utilization [%] | hold slack [ps] | instance area (sq um) | setup WS (ps) |
|---|---|---|---|---|---|
| after floorplan | 143 | - | 428 | 1740 | 481 |
| after global placement | 216 | 33.9 | 459 | 1880 | 431 |
| after detailed placement | 216 | 33.9 | 468 | 1880 | 390 |
| after CTS | 224 | 35.6 | 460 | 1970 | 289 |
| after global routing | 224 | 35.6 | 497 | 1970 | 218 |
| final | 224 | 35.6 | 456 | 1970 | 309 |
[power groups by stage]
| stage | sequential, uW | combinational [uW] | clock [uW] |
|---|---|---|---|
| 4_1_cts | 1450 | 1070 | 543 |
| 5_1_grt | 1500 | 1210 | 565 |
| 6_report | 1450 | 1060 | 527 |
[area by class of cell]
type	instances	area [sq um]
Inverter	4	15.0
Timing Repair Buffer	11	110
Tap cell	72	90.1
Clock inverter	2	10.0
Fill cell	557	3570
Multi-Input combinational cell	93	681
Sequential cell	36	983
Clock buffer	6	82.6
[cell usage in the layout (no fill, tap or decap), types with 3 or more instances in the layout]
master	synthesis	routed
a21oi_1	4	4
mux2_2	12	12
mux2i_1	3	3
clkdlybuf4s50_1	0	6
mux2_1	7	7
nand2_1	13	13
o21ai_0	11	11
inv_1	4	4
buf_4	2	4
nor2_1	3	3
clkbuf_8	0	6
nand2b_1	10	10
edfxtp_1	16	16
nor3_1	5	5
dfrtp_1	18	18
[cell families (layout without fill, tap and decap cells)]
family                   Yosys count  after routing  synth area share (%)
AND-OR/OR-AND                     22             22                  7.51
XOR/XNOR                           4              4                  2.02
flip-flops                        36             36                  56.8
multiplexers                      22             22                  14.1
AND/OR/NAND/NOR                   41             41                  13.8
adder cells (fa/ha/maj)            2              2                  1.44
buffers and inverters             14             23                  4.12
other                              1              2                 0.217
[flip-flops by register name, summed over array words and instances (netlist names)]
signal / flops
master.rx_data: 8
master.rx_shift: 8
master.tx_shift: 8
master.bit_cnt: 4
fail: 1
master.busy: 1
master.cs: 1
master.done: 1
master.mosi: 1
master.sclk: 1
pass: 1
start: 1
[path summary, 6_finish.rpt]
path | from | endpoint | slack [ps] | cells past startpoint
min in group clk0 | master.done$_DFF_PP0_ | pass$_DFFE_PP0P_ | 480 | 1
min | rst | master.rx_data[6]$_DFFE_PP0P_ | 460 | 3
max in group asynchronous | rst | start$_DFF_PP1_ | 1300 | 3
max reg2reg | master.sclk$_DFFE_PP0P_ | master.rx_data[3]$_DFFE_PP0P_ | 370 | 4
max | master.sclk$_DFFE_PP0P_ | sclk | 310 | 1
min reg2reg | master.done$_DFF_PP0_ | pass$_DFFE_PP0P_ | 480 | 1
[routing by layer]
| metal | wire, um | up-vias | share of wire (%) | track usage, % |
|---|---|---|---|---|
| met2 | 1200 | 18 | 44 | 16.9 |
| li1 | - | 516 | - | - |
| met1 | 1320 | 486 | 48 | 14.2 |
| met4 | 51 | 0 | 1.9 | 2.22 |
| met5 | 0 | - | 0 | 0 |
| met3 | 155 | 6 | 5.7 | 4.42 |
